===== design/flow/config.mk =====
export PLATFORM = sky130hd
export DESIGN_NAME = TOP
export DESIGN_NICKNAME = TOP
export VERILOG_FILES = /design/flow/design.v
export SDC_FILE = /design/flow/constraint.sdc
export NUM_CORES = 4
export LEC_CHECK = 1
export CORE_UTILIZATION = 50

===== design/flow/constraint.sdc =====
current_design TOP

set clk_period 4.0
set clk_io_pct 0.2

create_clock -name clk0 -period $clk_period [get_ports {sys_clk}]

set non_clock_inputs [all_inputs -no_clocks]
set_input_delay [expr $clk_period * $clk_io_pct] -clock clk0 $non_clock_inputs
set_output_delay [expr $clk_period * $clk_io_pct] -clock clk0 [all_outputs]

===== design/flow/design.v =====
`timescale 1ns / 1ps
module P2S(
   input wire clk, 
   input wire rst,
   input wire [15:0] din,
   output reg dout,
   output reg sig_valid
    );
    reg [3:0] cnt;
    always@(posedge clk or posedge rst) begin
      if(rst) begin
        cnt <= 4'd0;
        dout <= 1'b0;
        sig_valid <= 1'b0;
      end
      else begin
      if(din[15:14]==2'b11) begin
        dout = din[15-cnt];
        sig_valid<=1'b1;
        if(cnt<=14) cnt <= cnt + 4'd1;
        else cnt <= 4'd0;
       end 
       else sig_valid<=1'b0;
      end
    end
endmodule
`timescale 1ns / 1ps
module Rx_top(
  input wire sys_clk,
  input wire sys_clk_rst,
  input wire rst,
  input wire bit_in, 
  output wire [13:0] hammingcode,
  output wire [7:0] sig_out
);
  wire gen_clk;
  wire ps_clk;
  wire fsk_clk;
  clk_div my_clk_div(
   .sys_clk(sys_clk),
   .sys_clk_rst(sys_clk_rst),
   .gen_clk(gen_clk),
   .ps_clk(ps_clk),
   .fsk_clk(fsk_clk)
  );
  wire de_fsk_out;
  fsk_demodulate my_fsk_demodulate(
    .clk(fsk_clk),
    .rst(rst),
    .in(bit_in),
    .out(de_fsk_out)
  );
  S2P my_S2P(
    .clk(ps_clk),
    .rst(rst),
    .din(de_fsk_out),
    .hammingcode(hammingcode)
  );
  hamming_decode my_hamming_decode(
    .code(hammingcode),
    .clk(gen_clk),
    .rst(rst),
    .bitstream(sig_out)
  );
endmodule
`timescale 1ns / 1ps
module S2P(
  input wire clk, 
  input wire rst,
  input wire din,
  output reg [13:0] hammingcode
    );
    reg [1:0] current;
    reg [1:0] next;
    parameter IDLE = 2'b00;
    parameter START = 2'b01;
    parameter RECEIVE = 2'b11;
    reg [13:0] temp_reg;
    reg current_bit;
    reg [15:0] cnt;
    reg flag; 
    always@(posedge clk or posedge rst) begin
      if(rst) begin
       current <= IDLE;
      end
      else begin
       current <= next;
      end
    end
    always@(*) begin
     case(current)
      IDLE:
        if(current_bit) next<=START;
        else next<=IDLE;
      START:
        if(current_bit) next<=RECEIVE;
        else next<=IDLE; 
      RECEIVE:begin
        if(cnt<13) begin
         next <= RECEIVE; 
        end
        else begin
         next <= IDLE;
        end
      end
      default:next <= IDLE;
     endcase
    end
    always@(posedge clk or posedge rst) begin
     if(rst) begin
      current_bit <= 1'b0;
      temp_reg <= 14'b0;
      cnt <= 16'd0;
      flag <= 1'b0;
     end
     else begin
      current_bit<=din;
      case(current)
        IDLE:begin
         flag<=1'b0;
         temp_reg<=14'b0;
        end
        START:begin
         flag<=1'b0;
         temp_reg<=14'b0;
        end
        RECEIVE:begin
         temp_reg[13-cnt]<=current_bit;
         cnt<=cnt+16'd1;
         flag<=1'b0;
         if(cnt==13) begin
          flag<=1'b1;
          cnt<=16'd0;
         end
        end
        default:begin
         flag<=1'b0;
         temp_reg<=14'b0;
        end
      endcase
      if(flag) begin
       hammingcode <= temp_reg;
      end
     end
    end
endmodule
`timescale 1ns / 1ps
module TOP(
  input wire sys_clk,
  input wire sys_clk_rst,
  input wire rst,
  output wire bit_out, 
  output wire [7:0] data_trans, 
  output wire [7:0] data_recev 
);
  wire [15:0] en_hamming_code; 
  wire [13:0] de_hamming_code; 
  wire bit_in;
  assign bit_in = bit_out;
Tx_top my_Tx_top(
  .sys_clk(sys_clk),
  .sys_clk_rst(sys_clk_rst),
  .rst(rst),
  .data_out(data_trans), 
  .hammingcode(en_hamming_code),
  .fsk_out(bit_out) 
);
Rx_top my_Rx_top(
  .sys_clk(sys_clk),
  .sys_clk_rst(sys_clk_rst),
  .rst(rst),
  .bit_in(bit_in), 
  .hammingcode(de_hamming_code),
  .sig_out(data_recev) 
);
endmodule
`timescale 1ns / 1ps
module Tx_top(
  input wire sys_clk,
  input wire sys_clk_rst,
  input wire rst,
  output wire [7:0] data_out, 
  output wire [15:0] hammingcode,
  output wire fsk_out 
);
  wire gen_clk;
  wire ps_clk;
  wire fsk_clk;
  clk_div my_clk_div(
   .sys_clk(sys_clk),
   .sys_clk_rst(sys_clk_rst),
   .gen_clk(gen_clk),
   .ps_clk(ps_clk),
   .fsk_clk(fsk_clk)
  );
  sig_gen my_sig_gen(
    .clk(gen_clk),
    .rst(rst),
    .data_out(data_out)
  );
  hamming_encode my_hamming_encode(
    .bitstream(data_out),
    .clk(gen_clk),
    .rst(rst),
    .hammingcode(hammingcode)
  );
  wire dout;
  wire sig_valid;
  P2S my_P2S(
    .clk(ps_clk),
    .rst(rst),
    .din(hammingcode),
    .dout(dout),
    .sig_valid(sig_valid)
  );
  fsk_modulate my_fsk_modulate(
    .clk(fsk_clk),
    .rst(rst),
    .bit_in(dout),
    .sig_valid(sig_valid),
    .wave_out(fsk_out)
  );
endmodule
`timescale 1ns / 1ps
module clk_div(
   input wire sys_clk,
   input wire sys_clk_rst,
   output wire gen_clk, 
   output wire ps_clk, 
   output wire fsk_clk 
);
   parameter fsk_div=20000;
   parameter ps_div=fsk_div*16;
   parameter gen_div=ps_div*16;
   reg [31:0] fsk_cnt;
   reg [31:0] ps_cnt;
   reg [31:0] gen_cnt;
   reg gen_clk_reg;
   reg ps_clk_reg;
   reg fsk_clk_reg;
   assign gen_clk=gen_clk_reg;
   assign ps_clk=ps_clk_reg;
   assign fsk_clk=fsk_clk_reg;
   always@(posedge sys_clk or posedge sys_clk_rst) begin
     if(sys_clk_rst) begin
       gen_cnt<=32'd0;
       ps_cnt<=32'd0;
       fsk_cnt<=32'd0;
       gen_clk_reg<=1'b0;
       ps_clk_reg<=1'b0;
       fsk_clk_reg<=1'b0;
     end
     else begin
       if(gen_cnt<gen_div-1) begin
         gen_cnt<=gen_cnt+32'd1;
         gen_clk_reg<=gen_clk_reg;
       end
       else begin
         gen_cnt<=32'd0;
         gen_clk_reg<=~gen_clk_reg;
       end
       if(ps_cnt<ps_div-1) begin
         ps_cnt<=ps_cnt+32'd1;
         ps_clk_reg<=ps_clk_reg;
       end
       else begin
         ps_cnt<=32'd0;
         ps_clk_reg<=~ps_clk_reg;
       end
       if(fsk_cnt<fsk_div-1) begin
         fsk_cnt<=fsk_cnt+32'd1;
         fsk_clk_reg<=fsk_clk_reg;
       end
       else begin
         fsk_cnt<=32'd0;
         fsk_clk_reg<=~fsk_clk_reg;
       end
     end
   end
endmodule
`timescale 1ns / 1ps
module fsk_demodulate(
   input wire clk,
   input wire rst,
   input wire in,
   output reg out
 );
    reg [4:0] zeronum;
    reg [4:0] clknum;
    reg last,outreg;
    always@(posedge clk or posedge rst)
    begin
		if (rst) begin
			last<=0;
			zeronum<=0;
			clknum<=5'b0;
		end
		else begin
			clknum<=clknum+1;
			if(in!=last)
			begin
				zeronum<=zeronum+1;
			end
			if(clknum == 3) 
			begin
				if(zeronum > 1)
				begin
					outreg<=1;
				end
				else
				begin
					outreg<=0;
				end
			end 
			if(clknum == 15)
			begin
				clknum<=0;
				zeronum<=0;
				out<=outreg;
			end
			last<=in;
		end
    end
endmodule
`timescale 1ns / 1ps
module fsk_modulate (
    input wire clk,
    input wire rst,
    input wire bit_in,
    input wire sig_valid,
    output wire wave_out
);
    reg [3:0] cnt;
    reg wave_h, wave_l;
    always @(posedge clk or posedge rst) begin
		if (rst) begin
			cnt <= 4'b0000;
			wave_h <= 0;
			wave_l <= 0;
		end
		else begin
		 if(sig_valid) begin
			if(cnt == 4'b0111) begin
				wave_h <= ~wave_h;
				wave_l <= ~wave_l;
				cnt <= 4'b0000;
			end
			else if(~(cnt%4)) begin
				wave_h <= ~wave_h;
			end
			cnt <= cnt + 1;
		 end
		 else cnt<=4'b0;
		end
    end
    assign wave_out = bit_in?wave_h:wave_l;
endmodule
`timescale 1ns / 1ps
module hamming_decode(
    input [13:0] code,
    input clk,
    input rst,
    output reg [7:0] bitstream
    );
    reg [2:0] check1;
    reg [2:0] check2;
always @(*) begin
    check1[2] <= code[13] ^ code[12] ^ code[11] ^ code[9];
    check1[1] <= code[13] ^ code[12] ^ code[10] ^ code[8];
    check1[0] <= code[13] ^ code[11] ^ code[10] ^ code[7];
    check2[2] <= code[6] ^ code[5] ^ code[4] ^ code[2];
    check2[1] <= code[6] ^ code[5] ^ code[3] ^ code[1];
    check2[0] <= code[6] ^ code[4] ^ code[3] ^ code[0];
end
always @(posedge clk or posedge rst) begin
     if (rst) begin
       bitstream <= 4'd0;
     end
     else begin
        case(check1)
            3'b111: bitstream[7:4] <= {~code[13], code[12:10]};
            3'b110: bitstream[7:4] <= {code[13], ~code[12], code[11:10]};
            3'b101: bitstream[7:4] <= {code[13:12], ~code[11], code[10]};
            3'b011: bitstream[7:4] <= {code[13:11], ~code[10]};
            default: bitstream[7:4] <= code[13:10];
        endcase
        case(check2)
            3'b111: bitstream[3:0] <= {~code[6], code[5:3]};
            3'b110: bitstream[3:0] <= {code[6], ~code[5], code[4:3]};
            3'b101: bitstream[3:0] <= {code[6:5], ~code[4], code[3]};
            3'b011: bitstream[3:0] <= {code[6:4], ~code[3]};
            default: bitstream[3:0] <= code[6:3];
        endcase
     end
end
endmodule
`timescale 1ns / 1ps
module hamming_encode(
    input wire [7:0] bitstream,
    input wire clk,
    input wire rst,
    output wire [15:0] hammingcode
);    
    reg [2:0] check1;
    reg [2:0] check2;
    reg [15:0] hammingcode_reg;
    assign hammingcode=hammingcode_reg;
always @(*) begin
    check1[2] <= bitstream[7] ^ bitstream[6] ^ bitstream[5];
    check1[1] <= bitstream[7] ^ bitstream[6] ^ bitstream[4];
    check1[0] <= bitstream[7] ^ bitstream[5] ^ bitstream[4];
    check2[2] <= bitstream[3] ^ bitstream[2] ^ bitstream[1];
    check2[1] <= bitstream[3] ^ bitstream[2] ^ bitstream[0];
    check2[0] <= bitstream[3] ^ bitstream[1] ^ bitstream[0];
end
always @(posedge clk or posedge rst) begin
    if (rst) begin
        hammingcode_reg <= 16'd0;
    end
    else hammingcode_reg <= {2'b11,bitstream[7:4], check1[2:0], bitstream[3:0], check2[2:0]};
end
endmodule
`timescale 1ns / 1ps
module sig_gen(
  input wire clk,
  input wire rst,
  output wire [7:0] data_out
);
  reg [7:0] data_out_reg;
  assign data_out=data_out_reg;
  always@(posedge clk or posedge rst) begin
   if(rst) begin
    data_out_reg<=8'd0;
   end
   else begin
    data_out_reg<=data_out_reg+8'd1;
   end
  end
endmodule

===== design/flow/run.sh =====
#!/bin/bash
# OpenROAD 26Q1-2900-gdf79404cd8, Yosys 0.63+post, stock flow scripts
make -C /OpenROAD-flow-scripts/flow DESIGN_CONFIG=/design/flow/config.mk WORK_HOME=/design/flow/orfs finish

==> impl_metrics.py <==
# Auto-generated metrics
metrics = {
    "pwr": {
        "total_power_mw": 3.776,
        "p_seq_frac": 0.554,
        "p_int_mw": 2.926,
        "p_sw_mw": 0.8505,
        "ir_drop_mv": 0.2117,
        "power.clock.fraction": 0.425,
        "power_density_nw_per_um2": 254.0,
        "leakagePower_nw": 6.103,
        "power_frac_comb": 0.020,
        "switching_share": 0.2252,
    },
    "cts": {
        "h-tree-depth": 4,
        "clk_pin_slew_ns": 0.07,
        "cts_resized": 0,
        "cts.hold.buffers_added": 0,
        "cts_buffer_depth": 2,
        "post_cts_buffers": 0,
        "clk_latency_ns": 0.42,
        "cts_tree": "yes",
        "clockRootBuffer": "clkbuf_16",
        "cts_made_buffers": 17,
    },
    "critical_path": {
        "required_ns": 4.26,
        "path_class": "flop to flop",
        "crit_path_end_kind": "flop",
        "rr_startpoint": "my_Tx_top.my_clk_div.ps_cnt[0]",
        "critPathLaunchType": "flop",
        "reg2reg_depth": 8,
        "cp_max_fo": 20,
        "timing.rr.end": "my_Tx_top.my_clk_div.ps_clk_reg",
        "arrival_ns": 2.41,
        "r2r_slack_ns": 1.85,
    },
    "timing": {
        "min_period_over_period": 0.5376,
        "timing.final.max_slew_violations": 0,
        "worst_slack_ns": 1.850,
        "fin_skew_ns": 0.02286,
        "rsz0062_at_grt": "false",
        "finalSetupViolCount": 0,
        "tns_ns": 0,
        "max_freq_ghz": 0.4650,
        "unclocked_regs": 105,
        "holdWs_ns": 0.4800,
        "final_hold_viol_count": 0,
        "worstMarginPinSlew_ns": 0.9892,
        "slew_headroom": 0.3405,
        "untimed_endpoints": 137,
        "period_needed_ns": 2.150,
    },
    "global_routing": {
        "grt_pass1_vias": 8306,
        "grt-ovfl-total": 0,
        "antenna_found_initial": 0,
        "grt_max_degree": 127,
        "grt_pass1_wl_mm": 38.67,
        "grt.total_usage": 0.1723,
    },
    "routing": {
        "dr.pass1.iters": 5,
        "drc_errors": 0,
        "ant_nets": 0,
        "via_per_inst": 5.160,
        "antenna_cells": 0,
        "drtIter0Drc": 409,
        "routed_wl_mm": 21.24,
        "via_count": 8653,
        "wl_per_cell_um": 12.66,
    },
    "floorplanning": {
        "die_h_um": 166.6,
        "fp.coreArea_um2": 26350,
        "chipArea_um2": 27770,
        "fp_util": 0.5143,
        "fp.dieW_um": 166.6,
        "rows": 59,
        "ioPinCount": 20,
    },
    "logic_synthesis": {
        "edf_count": 16,
        "ys_cells": 1261,
        "postSynthAreaPerCell_um2": 10.75,
        "synth_cell_type_count": 75,
        "ys_seq_frac": 0.5655,
        "ys_warn_count": 8,
        "top_cells_by_count": "dfrtp_1 (286), nor2_1 (205), xnor2_1 (92)",
        "syn_inst": 1261,
        "area_leaders": "dfrtp_1 (53%), xnor2_1 (5.9%), nor2_1 (5.7%), xor2_1 (5.5%), edfxtp_1 (3.5%)",
        "synth_top_cell_by_count": "dfrtp_1",
        "async_reset_ff_frac": 0.9472,
        "netlist.area_leader.share": 0.5281,
        "ff_type": "dfrtp_1",
        "synth_flops": 303,
        "netlist_area_um2": 13550,
        "yosysChipArea_um2": 13550,
        "top_area_cell": "dfrtp_1",
    },
    "worst_hold_path": {
        "holdPathEnd": "my_Tx_top.my_clk_div.fsk_cnt[0]",
        "min_path_type": "flop to flop",
        "min_from": "my_Tx_top.my_clk_div.fsk_cnt[0]",
        "hold_depth": 1,
    },
    "placement": {
        "hpwl_mm": 14.16,
        "dp_slack_ns": 1.781,
        "port-buffer-count": 19,
        "gp_congestion": 0.8512,
    },
    "job": {
        "maxCapViolCount": 0,
        "tool_warnings": 31,
    },
    "outcome": {
        "status": "finished, final reports clean",
    },
    "finish": {
        "drive_gt1_frac": 0.04844,
        "regArea_um2": 7664,
        "syn2layout_area_growth_pct": 9.703,
        "comb_area_um2": 5847,
        "fill_cells": 2180,
    },
}
layout make-up:
cell class,count,area share
repair buffers,27,0.01767
inverters,25,0.006648
well taps,335,0.02819
multi-input cells,955,0.3933
clock inverters,13,0.009004
flip-flops and latches,303,0.5154
clock buffers,19,0.02979
critical path, cell delays in order, from the launching register on:
cell and delay (ns):
dfrtp_1 0.41, ha_1 0.23, and3_1 0.21, and3_1 0.22, nand2_1 0.13, nand2_1 0.06, nand3_1 0.06, nand2_1 0.40
xor2_1 0.28
worst max path at each step:
| stage | end | start | cells after the start | slack (ns) |
|---|---|---|---|---|
| 5_1_grt | my_Tx_top.my_clk_div.gen_clk_reg | my_Tx_top.my_clk_div.gen_cnt[0] | 10 | 1.64 |
| 6_report | my_Tx_top.my_clk_div.ps_clk_reg | my_Tx_top.my_clk_div.ps_cnt[0] | 8 | 1.85 |
| 4_1_cts | my_Tx_top.my_clk_div.ps_clk_reg | my_Tx_top.my_clk_div.ps_cnt[0] | 8 | 1.82 |
cell usage in the layout, fill, tap and decap left out, types with 17 or more instances in the layout:
cell type,instances
dfrtp_1,286
nor2_1,205
xnor2_1,92
xor2_1,85
nand2_1,80
conb_1,79
nand3_1,74
o21ai_0,34
nand4_1,33
a21oi_1,28
inv_1,23
nor4_1,23
nor3_1,20
and3_1,20
ha_1,19
clkdlybuf4s50_1,19
clkbuf_16,17
routing by layer:
layer | wire length, um | share of wire | up-vias | GRT usage
li1 | - | - | 4447 | -
met1 | 11320 | 0.53 | 4120 | 0.3023
met2 | 9341 | 0.44 | 76 | 0.2600
met3 | 422 | 0.020 | 10 | 0.01452
met4 | 157 | 0.0074 | 0 | 0.01691
met5 | 0 | 0 | - | 0
power by group through the flow:
| stage | logic (mW) | registers, mW | clock network, mW |
|---|---|---|---|
| CTS | 0.0840 | 2.09 | 1.67 |
| global route | 0.0966 | 2.10 | 1.75 |
| finish | 0.0774 | 2.09 | 1.61 |
per-stage QoR:
step / utilization / instances / instance area [um2]
2_1_floorplan: - / 1338 / 13850
3_3_place_gp: 0.5423 / 1645 / 14290
3_5_place_dp: 0.5423 / 1645 / 14290
4_1_cts: 0.5642 / 1677 / 14870
5_1_grt: 0.5642 / 1677 / 14870
6_report: 0.5642 / 1677 / 14870
cell families after synthesis:
logic type	count (synthesis)	synth area share
AND/OR/NAND/NOR	511	0.1804
flip-flops	303	0.5655
XOR/XNOR	177	0.1144
AND-OR/OR-AND	158	0.08512
buffers and inverters	80	0.02446
adder cells (fa/ha/maj)	19	0.01754
multiplexers	11	0.01209
other	2	0.0005541
Power figures rest on the tool's default switching activity, not on a simulated workload.
